==> flow/config.mk <==
export PLATFORM = sky130hd
export DESIGN_NAME = cache
export DESIGN_NICKNAME = cache
export VERILOG_FILES = /design/flow/design.v
export SDC_FILE = /design/flow/constraint.sdc
export NUM_CORES = 4
export LEC_CHECK = 1
export CORE_UTILIZATION = 40
export SYNTH_MEMORY_MAX_BITS = 65536
==> flow/constraint.sdc <==
current_design cache

set clk_period 214.4
set clk_io_pct 0.2

create_clock -name clk0 -period $clk_period [get_ports {i_clk}]

set non_clock_inputs [all_inputs -no_clocks]
set_input_delay [expr $clk_period * $clk_io_pct] -clock clk0 $non_clock_inputs
set_output_delay [expr $clk_period * $clk_io_pct] -clock clk0 [all_outputs]
==> flow/run.sh <==
#!/bin/bash
# OpenROAD 26Q1-2900-gdf79404cd8, Yosys 0.63+post, stock flow scripts
make -C /OpenROAD-flow-scripts/flow DESIGN_CONFIG=/design/flow/config.mk WORK_HOME=/design/flow/orfs finish
==> flow/design.v <==
`default_nettype none
module cache (
    input  wire        i_clk,
    input  wire        i_rst,
    input  wire        i_mem_ready,
    output wire [31:0] o_mem_addr,
    output wire        o_mem_ren,
    output wire        o_mem_wen,
    output wire [31:0] o_mem_wdata,
    input  wire [31:0] i_mem_rdata,
    input  wire        i_mem_valid,
    output wire        o_busy,
    input  wire [31:0] i_req_addr,
    input  wire        i_req_ren,
    input  wire        i_req_wen,
    input  wire [ 3:0] i_req_mask,
    input  wire [31:0] i_req_wdata,
    output wire [31:0] o_res_rdata
);
    localparam O = 4;             
    localparam S = 5;             
    localparam DEPTH = 32;    
    localparam W = 2;             
    localparam T = 32 - O - S;    
    localparam D = 4;    
    reg [   31:0] datas0 [DEPTH - 1:0][D - 1:0];
    reg [   31:0] datas1 [DEPTH - 1:0][D - 1:0];
    reg [T - 1:0] tags0  [DEPTH - 1:0];
    reg [T - 1:0] tags1  [DEPTH - 1:0];
    reg [1:0] valid [DEPTH - 1:0];
    reg       lru   [DEPTH - 1:0];
    reg req_sent_r = 1'b0;  
    reg resp_seen_r = 1'b0;  
    reg busy = 1'b0;  
    reg ren = 1'b0;
    reg wen = 1'b0;
    reg [31:0] addr_r = 32'b0;
    reg [31:0] wdata_r = 32'b0;
    reg [S-1:0] miss_set_r = {S{1'b0}};
    reg [T-1:0] miss_tag_r = {T{1'b0}};
    reg         miss_way_r = 1'b0;
    reg [1:0]   miss_word_r = 2'b00;
    reg [2:0]   send_word_r = 3'd0;
    reg [2:0]   recv_word_r = 3'd0;
    wire [T-1:0] req_tag  = i_req_addr[31:9];  
    wire [S-1:0] req_set  = i_req_addr[8:4];        
    wire [1:0]   req_word = i_req_addr[3:2];  
    wire hit0 = valid[req_set][0] && (tags0[req_set] == req_tag);
    wire hit1 = valid[req_set][1] && (tags1[req_set] == req_tag);
    wire hit  = hit0 || hit1;
    wire [31:0] hit_data = hit0 ? datas0[req_set][req_word]
                            : datas1[req_set][req_word];
    assign o_res_rdata = hit ? hit_data : i_mem_rdata;  
    wire new_lru = hit0 ? 1'b1 : (hit1 ? 1'b0 : ~lru[req_set]);
    wire [T-1:0] new_tag0 = (!hit && (lru[req_set] == 1'b0)) ? req_tag : tags0[req_set];
    wire [T-1:0] new_tag1 = (!hit && (lru[req_set] == 1'b1)) ? req_tag : tags1[req_set];
    always @(posedge i_clk) begin
        if ((i_req_ren || i_req_wen) && (hit)) begin
            lru[req_set] <= new_lru;
            valid[req_set][~new_lru] <= 1'b1;
            tags0[req_set] <= new_tag0;
            tags1[req_set] <= new_tag1;
        end
        if (i_rst) begin
            valid[0][0] <= 1'b0;
            valid[0][1] <= 1'b0;
            valid[1][0] <= 1'b0;
            valid[1][1] <= 1'b0;
            valid[2][0] <= 1'b0;
            valid[2][1] <= 1'b0;
            valid[3][0] <= 1'b0;
            valid[3][1] <= 1'b0;
            valid[4][0] <= 1'b0;
            valid[4][1] <= 1'b0;
            valid[5][0] <= 1'b0;
            valid[5][1] <= 1'b0;
            valid[6][0] <= 1'b0;
            valid[6][1] <= 1'b0;
            valid[7][0] <= 1'b0;
            valid[7][1] <= 1'b0;
            valid[8][0] <= 1'b0;
            valid[8][1] <= 1'b0;
            valid[9][0] <= 1'b0;
            valid[9][1] <= 1'b0;
            valid[10][0] <= 1'b0;
            valid[10][1] <= 1'b0;
            valid[11][0] <= 1'b0;
            valid[11][1] <= 1'b0;
            valid[12][0] <= 1'b0;
            valid[12][1] <= 1'b0;
            valid[13][0] <= 1'b0;
            valid[13][1] <= 1'b0;
            valid[14][0] <= 1'b0;
            valid[14][1] <= 1'b0;
            valid[15][0] <= 1'b0;
            valid[15][1] <= 1'b0;
            valid[16][0] <= 1'b0;
            valid[16][1] <= 1'b0;
            valid[17][0] <= 1'b0;
            valid[17][1] <= 1'b0;
            valid[18][0] <= 1'b0;
            valid[18][1] <= 1'b0;
            valid[19][0] <= 1'b0;
            valid[19][1] <= 1'b0;
            valid[20][0] <= 1'b0;
            valid[20][1] <= 1'b0;
            valid[21][0] <= 1'b0;
            valid[21][1] <= 1'b0;
            valid[22][0] <= 1'b0;
            valid[22][1] <= 1'b0;
            valid[23][0] <= 1'b0;
            valid[23][1] <= 1'b0;
            valid[24][0] <= 1'b0;
            valid[24][1] <= 1'b0;
            valid[25][0] <= 1'b0;
            valid[25][1] <= 1'b0;
            valid[26][0] <= 1'b0;
            valid[26][1] <= 1'b0;
            valid[27][0] <= 1'b0;
            valid[27][1] <= 1'b0;
            valid[28][0] <= 1'b0;
            valid[28][1] <= 1'b0;
            valid[29][0] <= 1'b0;
            valid[29][1] <= 1'b0;
            valid[30][0] <= 1'b0;
            valid[30][1] <= 1'b0;
            valid[31][0] <= 1'b0;
            valid[31][1] <= 1'b0;
            lru[0] <= 1'b0;
            lru[1] <= 1'b0;
            lru[2] <= 1'b0;
            lru[3] <= 1'b0;
            lru[4] <= 1'b0;
            lru[5] <= 1'b0;
            lru[6] <= 1'b0;
            lru[7] <= 1'b0;
            lru[8] <= 1'b0;
            lru[9] <= 1'b0;
            lru[10] <= 1'b0;
            lru[11] <= 1'b0;
            lru[12] <= 1'b0;
            lru[13] <= 1'b0;
            lru[14] <= 1'b0;
            lru[15] <= 1'b0;
            lru[16] <= 1'b0;
            lru[17] <= 1'b0;
            lru[18] <= 1'b0;
            lru[19] <= 1'b0;
            lru[20] <= 1'b0;
            lru[21] <= 1'b0;
            lru[22] <= 1'b0;
            lru[23] <= 1'b0;
            lru[24] <= 1'b0;
            lru[25] <= 1'b0;
            lru[26] <= 1'b0;
            lru[27] <= 1'b0;
            lru[28] <= 1'b0;
            lru[29] <= 1'b0;
            lru[30] <= 1'b0;
            lru[31] <= 1'b0;
            busy <= 1'b0;
            req_sent_r <= 1'b0;
            resp_seen_r <= 1'b0;
            ren <= 1'b0;
            wen <= 1'b0;
            send_word_r <= 3'd0;
            recv_word_r <= 3'd0;
        end
    end
    always @(posedge i_clk) begin
        if (i_req_wen && hit) begin
            if (hit0) begin
                if (i_req_mask[0]) datas0[req_set][req_word][7:0]   <= i_req_wdata[7:0];
                if (i_req_mask[1]) datas0[req_set][req_word][15:8]  <= i_req_wdata[15:8];
                if (i_req_mask[2]) datas0[req_set][req_word][23:16] <= i_req_wdata[23:16];
                if (i_req_mask[3]) datas0[req_set][req_word][31:24] <= i_req_wdata[31:24];
            end 
            else begin  
                if (i_req_mask[0]) datas1[req_set][req_word][7:0]   <= i_req_wdata[7:0];
                if (i_req_mask[1]) datas1[req_set][req_word][15:8]  <= i_req_wdata[15:8];
                if (i_req_mask[2]) datas1[req_set][req_word][23:16] <= i_req_wdata[23:16];
                if (i_req_mask[3]) datas1[req_set][req_word][31:24] <= i_req_wdata[31:24];
            end
        end
    end
    wire [31:0] mem_wdata;
    assign mem_wdata[7:0]   = i_req_mask[0] ? i_req_wdata[7:0]   : hit_data[7:0];
    assign mem_wdata[15:8]  = i_req_mask[1] ? i_req_wdata[15:8]  : hit_data[15:8];
    assign mem_wdata[23:16] = i_req_mask[2] ? i_req_wdata[23:16] : hit_data[23:16];
    assign mem_wdata[31:24] = i_req_mask[3] ? i_req_wdata[31:24] : hit_data[31:24];
    wire load_active;
    assign load_active = (i_req_ren && !hit) || (i_req_wen);
    assign o_mem_addr = ren ? {addr_r[31:4], send_word_r[1:0], 2'b00} : addr_r;  
    assign o_mem_wdata = wdata_r;
    assign o_mem_ren = ren & (send_word_r < 3'd4) & i_mem_ready;
    assign o_mem_wen = wen & ~req_sent_r & i_mem_ready;
    assign o_busy = busy | ((i_req_ren || i_req_wen) && !hit);
    wire [31:0] miss_data_0 = (new_lru == 1'b1) ? (ren ? i_mem_rdata : wdata_r) : datas0[req_set][req_word];  
    wire [31:0] miss_data_1 = (new_lru == 1'b0) ? (ren ? i_mem_rdata : wdata_r) : datas1[req_set][req_word];
    always @(posedge i_clk) begin
        if (!load_active && !busy) begin
            req_sent_r <= 1'b0;
            resp_seen_r <= 1'b0;
            ren <= 1'b0;
            wen <= 1'b0;
        end else begin
            if (load_active) begin
                if (!busy) begin
                    req_sent_r <= 1'b0;
                    resp_seen_r <= 1'b0;
                    send_word_r <= 3'd0;
                    recv_word_r <= 3'd0;
                end
                if (i_req_ren && !hit && !busy) begin
                    miss_set_r <= req_set;
                    miss_tag_r <= req_tag;
                    miss_way_r <= lru[req_set];
                    miss_word_r <= req_word;
                    addr_r <= {i_req_addr[31:4], 4'b0000};
                end else if (i_req_wen && !hit && !busy) begin
                    miss_set_r <= req_set;
                    miss_tag_r <= req_tag;
                    miss_way_r <= lru[req_set];
                    miss_word_r <= req_word;
                    addr_r <= {i_req_addr[31:2], 2'b00};
                end else begin
                    addr_r <= {i_req_addr[31:2], 2'b00};
                end
                wdata_r <= mem_wdata;
                if (!hit) begin
                    busy <= 1'b1;
                end
            end
            if (o_mem_ren || o_mem_wen) begin
                req_sent_r <= 1'b1;
                if (o_mem_ren) begin
                    send_word_r <= send_word_r + 3'd1;
                end
            end
            if (ren && i_mem_valid) begin
                if (miss_way_r == 1'b0) begin
                    datas0[miss_set_r][recv_word_r[1:0]] <= i_mem_rdata;
                end else begin
                    datas1[miss_set_r][recv_word_r[1:0]] <= i_mem_rdata;
                end
                if (recv_word_r == 3'd3) begin
                    resp_seen_r <= 1'b1;
                    busy <= 1'b0;
                    ren <= 1'b0;
                    req_sent_r <= 1'b0;
                    lru[miss_set_r] <= ~miss_way_r;
                    valid[miss_set_r][miss_way_r] <= 1'b1;
                    if (miss_way_r == 1'b0) begin
                        tags0[miss_set_r] <= miss_tag_r;
                    end else begin
                        tags1[miss_set_r] <= miss_tag_r;
                    end
                end else begin
                    recv_word_r <= recv_word_r + 3'd1;
                end
            end
            if (busy && req_sent_r && wen && !ren) begin
                resp_seen_r <= 1'b1;
                busy <= 1'b0;
                wen <= 1'b0;
                req_sent_r <= 1'b0;
                lru[miss_set_r] <= ~miss_way_r;
                valid[miss_set_r][miss_way_r] <= 1'b1;
                if (miss_way_r == 1'b0) begin
                    tags0[miss_set_r] <= miss_tag_r;
                    datas0[miss_set_r][miss_word_r] <= wdata_r;
                end else begin
                    tags1[miss_set_r] <= miss_tag_r;
                    datas1[miss_set_r][miss_word_r] <= wdata_r;
                end
            end
        end
        if (i_req_ren && !hit) begin
            ren <= 1'b1;
        end
        if (i_req_wen) begin
            wen <= 1'b1;
        end
    end
endmodule
`default_nettype wire
==> run_results.csv <==
group,metric,value,unit
run_status,status,"finished clean",
power,report.power.total,3.96,mW
power,power.density,9.41,nW/µm²
clock_network,worstSkewPairLatency,1.22,ns
global_route,met2_usage,41.1,%
power,vdd_drop_max,0.00000936,V
critical_path,cp_max_fo,87,
clock_network,root_buffer,"clkbuf_16",
synthesis,yosysWarnings,21,
clock_network,postCtsSetupBuffers,0,
sta,rsz0062_at_grt,"no",
cells_and_area,drive_gt1_share,14.7,%
critical_path,start_kind,"input pin",
synthesis,syn_area,365000,µm²
cells_and_area,register_area,294000,µm²
critical_path,required,171.52,ns
sta,slew_headroom,4.73,%
synthesis,async_flop_share,0,%
placed_design,dp.cells,32900,
critical_path,arrival,51.75,ns
sta,min_period_over_period,44.1,%
synthesis,synth_chip_area,365000,µm²
floorplanning,dieArea,916000,µm²
cells_and_area,layout_top_cell,"edfxtp_1",
global_route,grt_pass1_vias,219000,
flow_run,max_cap_violations,0,
route,drc,0,
placed_design,place_worst_setup_slack,119.75,ns
sta,fin_crit,94.63,ns
synthesis,ys_seq_share,80.6,%
sta,worstMarginPinSlew,1.41,ns
sta,finalSetupViolations,0,
sta,max_freq,0.0106,GHz
floorplanning,fp_util,40.1,%
critical_path,ff2ff_setup_slack,206.60,ns
critical_path,critPathCaptureType,"primary output",
route,ant_nets,0,
sta,hold_viol,0,
sta,fin_worst_skew,0.179,ns
cells_and_area,stdcell_area,421000,µm²
cells_and_area,finalNonFillerCells,35000,
cells_and_area,final_util,46.3,%
global_route,grt_start_max_net_pins,138,
clock_network,path_clk_slew,0.06,ns
clock_network,clockBufferDepth,5,
sta,slew_viol_final,0,
route,vias,215000,
clock_network,cts_resized,0,
synthesis,synth_cell_types,80,
route,drt-vias-per-instance,6.14,
global_route,grt_busiest_layer,"met2",
placed_design,place_area,389000,µm²
sta,holdWs,0.463,ns
cells_and_area,synthToLayoutAreaGrowth,15.3,%
cells_and_area,lay_top_cells,"9726 x edfxtp_1, 2545 x a22oi_1, 1501 x buf_4",
critical_path,critPathKind,"in -> out",
cells_and_area,fillCellCount,74700,
global_route,grt_use_met3,29.6,%
clock_network,cts_tree,"built",
route,wl_per_cell,37.9,µm
clock_network,cts_hold_buf,0,
placed_design,numPortBuffers,196,
floorplanning,ios,205,
clock_network,htree_levels,6,
global_route,use_met1,31.1,%
floorplanning,die_w,957,µm
synthesis,yosys_cells,20500,
placed_design,hpwlAfterDp,813,mm
clock_network,clock_sinks,9822,
floorplanning,coreArea,909000,µm²
clock_network,numCtsBuffers,971,
power,power_leakage,130,nW
route,drt-total-wl,1330,mm
floorplanning,fp.dieH,957,µm
global_route,grt.total_usage,31.5,%
floorplanning,fp-row-count,350,
flow_run,warning_count,56,
global_route,grt_first_pass_wirelength,1800,mm
route,dr.pass1.iters,8,
sta,fin_ws,119.77,ns
synthesis,synth_flops,9822,
global_route,gr-total-overflow,0,
cells_and_area,combGateArea,66100,µm²
synthesis,synth-edff-count,9726,
sta,setup_tns,0,ns
route,drt_iter0_markers,18300,
synthesis,synthFlopType,"edfxtp_1",
synthesis,netlist_instances,20500,
placed_design,gp_congestion,0.988,
global_route,antenna_found_initial,219,
worst_hold_path,worstHoldPathType,"reg -> reg",
synthesis,syn_area_per_cell,17.8,µm²
cells by family (layout without fill, tap and decap cells):
family                 Yosys count  in the layout  share of synthesized area (%)
flip-flops                    9822           9822                           80.6
AND-OR/OR-AND                 5560           5560                           11.3
AND/OR/NAND/NOR               2493           2493                           3.18
buffers and inverters         1452           3504                           1.61
multiplexers                  1114           1114                           3.29
XOR/XNOR                        10             10                         0.0240
other                            1            399                        0.00103
cell usage after synthesis (49+ instances only):
library cell	instances	area share (%)
edfxtp_1	9726	80
a22oi_1	2545	5.2
nor2_1	1158	1.2
mux2i_1	915	2.5
clkbuf_1	810	0.83
a221oi_1	615	1.5
a22o_1	594	1.4
a31oi_1	432	0.74
nand2_1	415	0.43
a21oi_1	385	0.53
o22ai_1	383	0.66
nand4_1	351	0.60
buf_1	350	0.36
buf_2	252	0.35
o21ai_0	176	0.24
nor4_1	173	0.30
mux2_2	127	0.39
nand3_1	118	0.16
a41oi_1	107	0.26
dfxtp_1	96	0.53
nor2b_1	71	0.12
nor3_1	70	0.096
o2111ai_1	65	0.16
mux4_2	52	0.32
o211ai_1	49	0.10
layer usage:
layer | wire (µm) | vias to the layer above
met3 | 284000 | 3307
met2 | 561000 | 16800
met1 | 373000 | 106000
met4 | 101000 | 355
met5 | 10400 | -
li1 | - | 88300
area by class of cell:
| type | count | area share, % |
|---|---|---|
| inverters | 8 | 0.0122 |
| well taps | 12100 | 3.61 |
| diodes | 395 | 0.235 |
| clock buffers | 1199 | 6.01 |
| flip-flops and latches | 9822 | 69.9 |
| repair buffers | 1730 | 3.34 |
| multi-input cells | 9181 | 15.7 |
| clock inverters | 567 | 1.21 |
power by group:
group	internal, mW	leakage, nW	switching (mW)	total, mW
Sequential	2.12	88.3	0.000556	2.12
Combinational	0.0464	27.3	0.148	0.195
Clock	0.931	14.8	0.720	1.65
Total	3.09	130	0.868	3.96
worst max-delay path: stages:
cell and delay (ns):
buf_16 0.36, buf_4 0.69, buf_4 0.65, buf_4 0.74, buf_4 0.70, buf_4 0.68, mux2i_1 0.26, o22ai_1 0.13
nor4_1 0.51, nand3b_1 0.14, a2111oi_0 0.78, nand4_1 0.37, nor4_4 0.34, buf_4 0.45, buf_4 0.56, mux2i_1 0.14
o21ai_0 0.50, clkdlybuf4s50_1 0.57
sequential cells by signal, indices dropped and copies added (netlist names):
| name | flops |
|---|---|
| datas0 | 4096 |
| datas1 | 4096 |
| tags0 | 736 |
| tags1 | 736 |
| valid | 64 |
| lru | 32 |
| wdata_r | 32 |
| addr_r | 30 |
worst paths after layout:
path            startpoint         endpoint  cells past startpoint
min           valid[10][0]     valid[10][0]                      1
min reg2reg   valid[10][0]     valid[10][0]                      1
max          i_req_addr[5]  o_res_rdata[12]                     18
max reg2reg   tags0[11][0]   datas0[122][1]                     13
Power and IR drop assume default switching activity.
