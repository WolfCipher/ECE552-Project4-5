$ cat /design/flow/config.mk
export PLATFORM = sky130hd
export DESIGN_NAME = memory_student
export DESIGN_NICKNAME = memory_student
export VERILOG_FILES = /design/flow/design.v
export SDC_FILE = /design/flow/constraint.sdc
export NUM_CORES = 4
export LEC_CHECK = 1
export CORE_AREA = 10 10 310 310
export DIE_AREA = 0 0 320 320
$ cat /design/flow/design.v
`default_nettype none
module memory_student(
    input wire i_clk,
    output wire stall,
    input wire busy,
    input wire [3:0] i_mask,
    input wire i_unsigned,
    input wire [31:0] i_mem_addr,
    input wire [31:0] i_reg2,
    input wire [31:0] i_result,
    input wire [31:0] target_addr,
    input wire [31:0] i_PC,
    input wire [31:0] i_PC4,
    output wire [31:0] o_PC,
    output wire [31:0] read_data,
    output wire [31:0] read_alu,
    output wire [31:0] o_uimm,
    input wire i_isJALR,
    input wire i_Jump,
    input wire i_MemRead,
    input wire i_MemtoReg,
    input wire [4:0] i_rd_waddr,
    input wire i_RegWrite,
    input wire i_IsUInstruct,
    input wire [31:0] i_uimm,
    output wire o_Jump,
    output wire o_MemtoReg,
    output wire [4:0] o_rd_waddr,
    output wire o_RegWrite,
    output wire o_IsUInstruct,
    input wire [31:0] i_dmem_rdata,
    output wire o_dmem_ren,
    input wire i_halt,
    input wire [31:0] i_inst,
    input wire i_trapD,
    input wire [31:0] i_reg1,
    input wire [31:0] i_reg2_retire,
    input wire [4:0] i_rs1,
    input wire [4:0] i_rs2,
    input wire i_trapX,
    input wire [31:0] i_dmem_wdata,
    input wire i_dmem_wen,
    input wire i_valid,
    output wire o_halt,
    output wire [31:0] o_inst,
    output wire o_trapD,
    output wire [31:0] o_reg1,
    output wire [31:0] o_reg2,
    output wire [4:0] o_rs1,
    output wire [4:0] o_rs2,
    output wire o_trapX,
    output wire [3:0] o_dmem_mask,
    output wire [31:0] o_dmem_addr,
    output wire [31:0] o_dmem_wdata,
    output wire o_dmem_ren_retire,
    output wire o_dmem_wen,
    output wire [31:0] o_dmem_rdata,
    output wire o_valid,
    output wire [31:0] forward_result
);
    reg read_req_sent_r = 1'b0;  
    reg read_resp_seen_r = 1'b0;  
    reg [31:0] read_data_r = 32'd0;
    assign forward_result = i_Jump ? (i_PC + 32'd4) : (i_IsUInstruct ? i_uimm : i_result);
    wire load_active;
    assign load_active = i_MemRead & i_valid;
    assign o_dmem_ren = load_active & ~read_req_sent_r; 
    assign stall = busy; 
    always @(posedge i_clk) begin
        if (!load_active) begin
            read_req_sent_r <= 1'b0;
            read_resp_seen_r <= 1'b0;
        end else begin
            if (o_dmem_ren) begin
                read_req_sent_r <= 1'b1;
            end
            if (!busy ) begin
                read_req_sent_r  <= 1'b0;    
                read_data_r <= i_dmem_rdata;
                read_resp_seen_r <= 1'b1;
            end
        end
    end
    wire [31:0] data, masked_data;
    assign data = i_dmem_rdata; 
    assign masked_data[31:24] = data[31:24] & {8{i_mask[3]}};
    assign masked_data[23:16] = data[23:16] & {8{i_mask[2]}};
    assign masked_data[15:8] = data[15:8] & {8{i_mask[1]}};
    assign masked_data[7:0] = data[7:0] & {8{i_mask[0]}};
    wire sign_bit;
    wire bit3 = (i_mask == 4'b1000) || (i_mask == 4'b1100) || (i_mask == 4'b1010) || (i_mask == 4'b1001) || (i_mask == 4'b1110) || (i_mask == 4'b1101) || (i_mask == 4'b1011) || (i_mask == 4'b1111);
    wire bit2 = (i_mask == 4'b0100) || (i_mask == 4'b0110) || (i_mask == 4'b0101) || (i_mask == 4'b0111);
    wire bit1 = (i_mask == 4'b0010) || (i_mask == 4'b0011);
    assign sign_bit = i_unsigned ? 1'd0 : (
                      (bit3) ? masked_data[31] :
                      (bit2) ? masked_data[23] :
                      (bit1) ? masked_data[15] :
                      masked_data[7]
                      );
    wire [31:0] o_data;
    assign o_data = (i_mask == 4'b1111) ? masked_data :
                    (i_mask == 4'b0011) ? {{16{sign_bit}}, masked_data[15:0]} :
                    (i_mask == 4'b0001) ? {{24{sign_bit}}, masked_data[7:0]} :
                    (i_mask == 4'b0110) ? {{16{sign_bit}}, masked_data[23:8]} :
                    (i_mask == 4'b1100) ? {{16{sign_bit}}, masked_data[31:16]} :
                    (i_mask == 4'b1000) ? {{24{sign_bit}}, masked_data[31:24]} :
                    (i_mask == 4'b0100) ? {{24{sign_bit}}, masked_data[23:16]} :
                    (i_mask == 4'b0010) ? {{24{sign_bit}}, masked_data[15:8]} :
                    32'd0;
    assign o_PC = i_PC;
    assign read_alu = i_result;
    assign o_Jump = i_Jump;
    assign o_MemtoReg = i_MemtoReg;
    assign o_rd_waddr = i_rd_waddr;
    assign o_RegWrite = i_RegWrite;
    assign o_IsUInstruct = i_IsUInstruct;
    assign o_uimm = i_uimm;
    assign read_data = o_data;
    assign o_halt = i_halt;
    assign o_inst = i_inst;
    assign o_trapD = i_trapD;
    assign o_rs1 = i_rs1;
    assign o_rs2 = i_rs2;
    assign o_reg1 = i_reg1;
    assign o_reg2 = i_reg2_retire;
    assign o_trapX = i_trapX;
    assign o_valid = i_valid;
    assign o_dmem_wdata = i_dmem_wdata;
    assign o_dmem_wen = i_dmem_wen;
    assign o_dmem_mask = i_mask;
    assign o_dmem_addr = i_mem_addr;
    assign o_dmem_rdata = i_dmem_rdata; 
    assign o_dmem_ren_retire = i_MemRead & i_valid;
endmodule
`default_nettype wire
$ cat /design/flow/constraint.sdc
current_design memory_student

set clk_period 8.6
set clk_io_pct 0.2

create_clock -name clk0 -period $clk_period [get_ports {i_clk}]

set non_clock_inputs [all_inputs -no_clocks]
set_input_delay [expr $clk_period * $clk_io_pct] -clock clk0 $non_clock_inputs
set_output_delay [expr $clk_period * $clk_io_pct] -clock clk0 [all_outputs]
$ cat /design/flow/run.sh
#!/bin/bash
# OpenROAD 26Q1-2900-gdf79404cd8, Yosys 0.63+post, stock flow scripts
make -C /OpenROAD-flow-scripts/flow DESIGN_CONFIG=/design/flow/config.mk WORK_HOME=/design/flow/orfs finish
==> results.toml <==
# flow metrics
[worst_setup_path]
slowest_stage = "or4_1"
crit_type = "in -> out"
crit_fanout = 16
cpPeakStageDelay_ns = 0.75
worst-path-buf-inv = 2
cp_top_family = "simple AND/OR/NAND/NOR gates"
cp_cell_sequence = "clkdlybuf4s50_1, ha_1, nand2_1, or4_1, or4_1, a31oi_1, clkdlybuf4s50_1"
arrival_ns = 4.92
cp.required_ns = 6.88
end_kind = "output port"
crit_path_start_kind = "input pin"

[synthesis]
common_cells = "buf_4, nand2_1, nor2b_1"
most_common_cell = "buf_4"
ff_type = "dfxtp_1"
netlist_instances = 681
synth_area_mm2 = 0.00457
top_cell_area_share = 0.520
synth-seq-cells = 1
yosysCellCount = 681
topCellsByArea = "buf_4, a211oi_1, nand2_1"
async_flop_share = 0
ys_types = 49
avgSynthCellArea_um2 = 6.72
yosys.area.top_type = "buf_4"
synth-seq-area-share = 0.00438
edf_count = 0
ys_area_mm2 = 0.00457
yosysWarnings = 1

[placement]
gp_congestion = 0.818
port_buffers = 340
dpl.hpwl_mm = 35.9
placed_cells_incl_taps = 1850

[route]
dr_total_vias = 4700
wire_per_inst_um = 21.2
viasPerCell = 2.54
drc = 0
drt_iter0_drc = 268
ant_nets = 0
routed_wirelength_mm = 39.3
drt_first_pass_iters = 5

[global_routing]
grtUsageTotal = 0.0720
grt_overflow = 0
antenna_found_initial = 13
grt_max_degree = 63
grt_pass1_vias = 4699
use_met1 = 0.0791
grt_use_met2 = 0.0966
grt_pass1_wl_mm = 49.4
met3_usage = 0.0539
grt.busiest_layer = "met2"

[final_timing]
fin_setup_tns_ns = 0
worstMarginPinSlew_ns = 1.11
rsz0062_at_grt = "false"
fmaxAchievable_ghz = 0.151
setup_viol = 0
min_period_ns = 6.64
hold_viol = 0
period_used_share = 0.772
drv_slew = 0
maxSlewHeadroom = 0.256

[final_layout]
fillCellCount = 10400
combGateArea_mm2 = 0.00201
area_growth_pct = 53.4
largestRegisters = "read_req_sent_r: 1 flops"
drive_above_1_share = 0.0292
fin_cells = 1853
largest_register = "read_req_sent_r"
largest_register_ffs = 1
regArea_um2 = 20.0

[floorplanning]
io_pins = 800
rows = 109
die_area_mm2 = 0.102
die_y_um = 320
die_x_um = 320
core-area_mm2 = 0.0888
initCoreUtil = 0.0515

[power]
seq_power_share = 0.016
p_comb_frac = 0.984
switching_share = 0.404
peakVddDrop_mv = 0.0227
power.net_switching_w = 0.000129
power_w = 0.000320
power.density_mw_per_mm2 = 45.5
p_leak_nw = 2.08
p_int_w = 0.000191
power.share.clock = 0

[status]
status = "finished clean"

[clock_network]
cts_hold_buf = 0
cts_resized = 0
post_cts_buffers = 0
clk_pin_slew_ns = 0

[min_path]
min_path_type = "in -> reg"

[flow_run]
warnings = 125
maxCapViolCount = 0
[power by group through the flow]
stage,registers [W],clock network (W),logic (W)
4_1_cts,0.00000497,0,0.000323
5_1_grt,0.00000499,0,0.000340
6_report,0.00000497,0.000000000000376,0.000315
[metrics by stage]
stage | hold slack (ns) | util | area, um^2 | setup slack [ns]
3_3_place_gp | 2.33 | 0.0790 | 7010 | 1.96
3_5_place_dp | 2.35 | 0.0790 | 7010 | 1.97
5_1_grt | 2.37 | 0.0790 | 7010 | 1.86
6_report | 2.35 | 0.0790 | 7020 | 1.96
4_1_cts | 2.35 | 0.0790 | 7010 | 1.95
2_1_floorplan | 1.87 | - | 4570 | 3.73
[final cells by class]
cell class,instances,area share
sequential,1,0.00285
tap,1165,0.208
antenna,3,0.00107
inverter,9,0.00481
timing repair buffer,353,0.497
multi-input combinational,322,0.286
[worst paths after layout]
| check | from | endpoint | slack, ns | cells past startpoint |
|---|---|---|---|---|
| worst min-delay path | i_MemRead | read_req_sent_r$_SDFFE_PN0P_ | 2.35 | 2 |
| worst max-delay path | i_PC[2] | forward_result[26] | 1.96 | 7 |
[cell usage in the layout (no fill, tap or decap), types with 2 or more instances in the layout]
cell type | Yosys | final
a211oi_1 | 27 | 27
diode_2 | 0 | 3
buf_2 | 4 | 2
nor3_1 | 16 | 16
or4_1 | 13 | 13
nor2b_1 | 28 | 28
xor2_1 | 3 | 3
o211ai_1 | 8 | 8
clkdlybuf4s50_1 | 0 | 338
a22oi_1 | 9 | 9
mux2i_1 | 9 | 9
nand2b_1 | 5 | 5
a221o_1 | 7 | 7
nand3b_1 | 2 | 2
nand2_1 | 52 | 52
nor4_1 | 2 | 2
a31oi_1 | 17 | 17
inv_1 | 9 | 9
nand4_1 | 5 | 5
nor2_1 | 22 | 22
o21ai_0 | 13 | 13
nor3b_1 | 2 | 2
or3_1 | 5 | 5
xnor2_1 | 11 | 11
o31ai_1 | 11 | 11
a21oi_1 | 18 | 18
buf_4 | 317 | 13
and3_1 | 2 | 2
nand3_1 | 11 | 11
a2bb2oi_1 | 7 | 7
[per-layer routing]
| layer | vias up | part of all wire |
|---|---|---|
| li1 | 2047 | - |
| met1 | 2082 | 0.36 |
| met5 | - | 0.0052 |
| met2 | 385 | 0.39 |
| met4 | 20 | 0.074 |
| met3 | 166 | 0.18 |
[logic make-up (layout without fill, tap and decap cells)]
family	after synthesis	count (layout)	share of synthesized area
flip-flops	1	1	0.00438
AND/OR/NAND/NOR	173	173	0.199
buffers and inverters	358	362	0.557
adder cells (fa/ha/maj)	1	1	0.00273
XOR/XNOR	14	14	0.0268
AND-OR/OR-AND	125	125	0.190
other	0	3	0
multiplexers	9	9	0.0197
